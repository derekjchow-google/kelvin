**flow/config.mk**
```make
export PLATFORM = sky130hd
export DESIGN_NAME = fifo_flopped_4w2r
export DESIGN_NICKNAME = fifo_flopped_4w2r
export VERILOG_FILES = /design/flow/design.v
export SDC_FILE = /design/flow/constraint.sdc
export NUM_CORES = 4
export LEC_CHECK = 1
export CORE_UTILIZATION = 40
```
**flow/run.sh**
```bash
#!/bin/bash
# OpenROAD 26Q1-2900-gdf79404cd8, Yosys 0.63+post, stock flow scripts
make -C /OpenROAD-flow-scripts/flow DESIGN_CONFIG=/design/flow/config.mk WORK_HOME=/design/flow/orfs finish
```
**flow/design.v**
```verilog
package top_pkg;
localparam int TL_AW=32;
localparam int TL_DW=256;     
localparam int TL_AIW=10;     
localparam int TL_DIW=1;     
localparam int TL_AUW=21;    
localparam int TL_DUW=14;    
localparam int TL_DBW=(TL_DW>>3);
localparam int TL_SZW=6;
endpackage
module edff (q, en, d, clk, rst_n
);
  parameter WIDTH = 1;
  parameter INIT  = '0;
  output logic [WIDTH-1:0] q;
  input  logic             en;
  input  logic [WIDTH-1:0] d;
  input  logic             clk;
  input  logic             rst_n;
  always @(posedge clk or negedge rst_n)
    if (!rst_n)   q <= INIT;
    else if (en)  q <= d;
endmodule
module edff_2d ( 
   q,
   clk, rst_n, en, d
   );
    parameter REGISTER_WIDTH = 32;
    parameter NUM_OF_REGISTERS = 8;
    parameter RESET_STATE = 0;     
    input    clk;
    input    rst_n;
    input [NUM_OF_REGISTERS-1:0]   en;
    input [NUM_OF_REGISTERS*REGISTER_WIDTH-1 : 0 ] d ;
    output [NUM_OF_REGISTERS*REGISTER_WIDTH-1 : 0 ] q;
    integer i;            
    reg [NUM_OF_REGISTERS*REGISTER_WIDTH-1 : 0 ] q;
    always @(posedge clk or negedge rst_n) begin  
        if ( !rst_n ) begin
          for (i = 0; i <= NUM_OF_REGISTERS-1; i = i + 1)
            q[REGISTER_WIDTH*(i+1)-1 -: REGISTER_WIDTH] <= RESET_STATE;
        end else begin
          for (i = 0; i <= NUM_OF_REGISTERS-1; i = i + 1)
            if (en[i]) begin
                q[REGISTER_WIDTH*(i+1)-1 -: REGISTER_WIDTH] <= d[REGISTER_WIDTH*(i+1)-1 -: REGISTER_WIDTH];
            end  
        end 
    end
endmodule
module fifo_flopped(
   fifo_outData, fifo_full, fifo_empty, fifo_idle,
   clk, rst_n, fifo_inData, single_push, single_pop
   );
    parameter DWIDTH = 32;
    parameter DEPTH = 16;
    function integer clogb2;
        input [31:0] depth;
        begin
            depth = depth - 1;
            for(clogb2=0; depth>0; clogb2=clogb2+1)
                depth = depth >> 1;
        end
    endfunction
    parameter AWIDTH = (DEPTH==1'b1) ? 1'b1 : clogb2(DEPTH);
    input clk;
    input rst_n;
    input [DWIDTH-1:0] fifo_inData;
    input single_push;
    input single_pop;
    output [DWIDTH-1:0] fifo_outData;
    output fifo_full;
    output fifo_empty;
    output fifo_idle;
    wire [AWIDTH-1:0] wrPtr;
    wire [AWIDTH-1:0] nxtWrPtr;
    assign nxtWrPtr = single_push 
                                 ? (
                                    ((wrPtr==(DEPTH-1)) && (DEPTH != 2**AWIDTH)) 
                                    ? 4'd0 
                                    : wrPtr + 1'b1
                                   ) 
                                 : wrPtr;
    edff #(AWIDTH) wrPtrReg (.q(wrPtr), .clk(clk), .rst_n(rst_n), .d(nxtWrPtr), .en(single_push));
    wire [AWIDTH-1:0] rdPtr;
    wire [AWIDTH-1:0] rdPtr_p1;
    assign rdPtr_p1 = (
                                  ((rdPtr==(DEPTH-1)) && (DEPTH != 2**AWIDTH)) 
                                   ? 4'd0 
                                   : rdPtr + 1'b1
                                 );
    wire [AWIDTH-1:0] nxtRdPtr;
    assign nxtRdPtr = single_pop ? rdPtr_p1 : rdPtr;
    edff #(AWIDTH) rdPtrReg (.q(rdPtr), .clk(clk), .rst_n(rst_n), .d(nxtRdPtr), .en(single_pop));
    wire [DEPTH-1:0] en;
    assign en = single_push ? ({{(DEPTH-1){1'b0}},1'b1} << wrPtr) : {DEPTH{1'b0}};   
    wire [DEPTH*DWIDTH-1:0] d_in;
    assign d_in = {DEPTH{fifo_inData}};  
    wire [DEPTH*DWIDTH-1:0] d_out;  
    edff_2d #(
    .REGISTER_WIDTH(DWIDTH),
    .NUM_OF_REGISTERS(DEPTH)
    )
    dReg (.q(d_out), .clk(clk), .rst_n(rst_n), .en(en), .d(d_in));    
    assign fifo_outData = d_out[DWIDTH*rdPtr+DWIDTH-1 -: DWIDTH];
    parameter AWIDTH_PLUS1 = AWIDTH+1;
    wire [AWIDTH_PLUS1-1:0] entryCounter;
    wire [AWIDTH_PLUS1-1:0] entryCounterN;
    wire count;
    edff  #(AWIDTH_PLUS1,0) entryCounterReg (.q(entryCounter), .clk(clk), .d(entryCounterN), .rst_n(rst_n), .en(count));
    assign count = single_push | single_pop;
    assign entryCounterN = entryCounter + single_push - single_pop;
    assign fifo_empty = (entryCounter == {AWIDTH_PLUS1{1'b0}});
    assign fifo_full = (entryCounter == DEPTH);
    assign fifo_idle = fifo_empty;
endmodule
module fifo_flopped_4w2r(
   outData0, outData1, fifo_full, fifo_1left_to_full,
   fifo_2left_to_full, fifo_3left_to_full, fifo_empty,
   fifo_1left_to_empty, fifo_idle,
   clk, rst_n, push0, inData0, push1, inData1, push2, inData2, push3,
   inData3, pop0, pop1
   );
parameter DWIDTH = 32;
parameter DEPTH = 8;
parameter DEPTH_SUB = DEPTH/4; 
  input clk;
  input rst_n;
  input logic  push0;
  input logic [DWIDTH-1:0] inData0;
  input logic  push1;
  input logic [DWIDTH-1:0] inData1;
  input logic  push2;
  input logic [DWIDTH-1:0] inData2;
  input logic  push3;
  input logic [DWIDTH-1:0] inData3;
  input logic  pop0;
  output logic [DWIDTH-1:0] outData0;
  input logic  pop1;
  output logic [DWIDTH-1:0] outData1;
  output logic fifo_full;
  output logic fifo_1left_to_full;
  output logic fifo_2left_to_full;
  output logic fifo_3left_to_full;
  output logic fifo_empty;
  output logic fifo_1left_to_empty;
  output logic fifo_idle;
reg push0_int;
reg [DWIDTH-1:0] inData0_int;
reg push1_int;
reg [DWIDTH-1:0] inData1_int;
reg push2_int;
reg [DWIDTH-1:0] inData2_int;
reg push3_int;
reg [DWIDTH-1:0] inData3_int;
reg pop0_int;
wire [DWIDTH-1:0] outData0_int;
reg pop1_int;
wire [DWIDTH-1:0] outData1_int;
reg pop2_int;
wire [DWIDTH-1:0] outData2_int;
reg pop3_int;
wire [DWIDTH-1:0] outData3_int;
wire full0_int;
wire full1_int;
wire full2_int;
wire full3_int;
wire empty0_int;
wire empty1_int;
wire empty2_int;
wire empty3_int;
wire idle0_int;
wire idle1_int;
wire idle2_int;
wire idle3_int;
wire [1:0] push_startFifo_id;
wire [1:0] push_startFifo_id_nxt;
wire single_push = push0 && !push1 && !push2 && !push3;
wire double_push = push0 &&  push1 && !push2 && !push3;
wire triple_push = push0 &&  push1 &&  push2 && !push3;
assign push_startFifo_id_nxt = single_push ? push_startFifo_id + 2'd1 : 
                               double_push ? push_startFifo_id + 2'd2 :
                               triple_push ? push_startFifo_id + 2'd3 : push_startFifo_id;                            
edff #(2) pushStartFifoIDReg (
  .q     (push_startFifo_id           ), 
  .clk   (clk                         ), 
  .rst_n (rst_n                       ), 
  .d     (push_startFifo_id_nxt       ), 
  .en    ((push0||push1||push2||push3))
  );
always@(*) begin
  case (push_startFifo_id) 
    2'd0 : begin
      {push3_int,push2_int,push1_int,push0_int} = {push3,push2,push1,push0};
      {inData3_int,inData2_int,inData1_int,inData0_int} = {inData3,inData2,inData1,inData0};
    end
    2'd1 : begin
      {push3_int,push2_int,push1_int,push0_int} = {push2,push1,push0,push3};
      {inData3_int,inData2_int,inData1_int,inData0_int} = {inData2,inData1,inData0,inData3};
    end
    2'd2 : begin
      {push3_int,push2_int,push1_int,push0_int} = {push1,push0,push3,push2};
      {inData3_int,inData2_int,inData1_int,inData0_int} = {inData1,inData0,inData3,inData2};
    end
    2'd3 : begin
      {push3_int,push2_int,push1_int,push0_int} = {push0,push3,push2,push1};
      {inData3_int,inData2_int,inData1_int,inData0_int} = {inData0,inData3,inData2,inData1};
    end
    default : begin
      {push3_int,push2_int,push1_int,push0_int} = {push3,push2,push1,push0};
      {inData3_int,inData2_int,inData1_int,inData0_int} = {inData3,inData2,inData1,inData0};
    end
  endcase
end
wire [1:0] pop_startFifo_id;
wire [1:0] pop_startFifo_id_nxt;
wire single_pop = pop0 && !pop1;
assign pop_startFifo_id_nxt = single_pop ? pop_startFifo_id + 2'd1 : pop_startFifo_id + 2'd2;
edff #(2) popStartFifoIDReg (
  .q     (pop_startFifo_id            ), 
  .clk   (clk                         ), 
  .rst_n (rst_n                       ), 
  .d     (pop_startFifo_id_nxt        ), 
  .en    (pop0||pop1                  )
);
always@(*) begin
  case (pop_startFifo_id) 
    2'd0 : begin
      {pop3_int,pop2_int,pop1_int,pop0_int} = {1'b0,1'b0,pop1,pop0};
      {outData1,outData0} = {outData1_int,outData0_int};
    end
    2'd1 : begin
      {pop3_int,pop2_int,pop1_int,pop0_int} = {1'b0,pop1,pop0,1'b0};
      {outData1,outData0} = {outData2_int,outData1_int};
    end
    2'd2 : begin
      {pop3_int,pop2_int,pop1_int,pop0_int} = {pop1,pop0,1'b0,1'b0};
      {outData1,outData0} = {outData3_int,outData2_int};
    end
    2'd3 : begin
      {pop3_int,pop2_int,pop1_int,pop0_int} = {pop0,1'b0,1'b0,pop1};
      {outData1,outData0} = {outData0_int,outData3_int};
    end
    default : begin
      {pop3_int,pop2_int,pop1_int,pop0_int} = {1'b0,1'b0,pop1,pop0};
      {outData1,outData0} = {outData1_int,outData0_int};
    end
  endcase
end
assign fifo_full = full3_int && full2_int && full1_int && full0_int;
assign fifo_1left_to_full = (!full3_int &&  full2_int &&  full1_int &&  full0_int) || 
                            ( full3_int && !full2_int &&  full1_int &&  full0_int) || 
                            ( full3_int &&  full2_int && !full1_int &&  full0_int) || 
                            ( full3_int &&  full2_int &&  full1_int && !full0_int);
assign fifo_2left_to_full = (!full3_int && !full2_int &&  full1_int &&  full0_int) ||
                            ( full3_int && !full2_int && !full1_int &&  full0_int) ||
                            ( full3_int &&  full2_int && !full1_int && !full0_int) ||
                            (!full3_int &&  full2_int &&  full1_int && !full0_int);
assign fifo_3left_to_full = (!full3_int && !full2_int && !full1_int &&  full0_int) || 
                            ( full3_int && !full2_int && !full1_int && !full0_int) || 
                            (!full3_int &&  full2_int && !full1_int && !full0_int) || 
                            (!full3_int && !full2_int &&  full1_int && !full0_int);
assign fifo_empty = empty3_int && empty2_int && empty1_int && empty0_int;
assign fifo_1left_to_empty = (!empty3_int &&  empty2_int &&  empty1_int &&  empty0_int) || 
                             ( empty3_int && !empty2_int &&  empty1_int &&  empty0_int) || 
                             ( empty3_int &&  empty2_int && !empty1_int &&  empty0_int) || 
                             ( empty3_int &&  empty2_int &&  empty1_int && !empty0_int); 
assign fifo_idle = idle3_int && idle2_int && idle1_int && idle0_int;
fifo_flopped #(DWIDTH,DEPTH_SUB) fifo_inst0 (
  .fifo_outData(outData0_int), 
  .fifo_full(full0_int), 
  .fifo_empty(empty0_int), 
  .fifo_idle(idle0_int),
  .clk(clk), 
  .rst_n(rst_n), 
  .fifo_inData(inData0_int), 
  .single_push(push0_int), 
  .single_pop(pop0_int));
fifo_flopped #(DWIDTH,DEPTH_SUB) fifo_inst1 (
  .fifo_outData(outData1_int), 
  .fifo_full(full1_int), 
  .fifo_empty(empty1_int), 
  .fifo_idle(idle1_int),
  .clk(clk), 
  .rst_n(rst_n), 
  .fifo_inData(inData1_int), 
  .single_push(push1_int), 
  .single_pop(pop1_int));
fifo_flopped #(DWIDTH,DEPTH_SUB) fifo_inst2 (
  .fifo_outData(outData2_int), 
  .fifo_full(full2_int), 
  .fifo_empty(empty2_int), 
  .fifo_idle(idle2_int),
  .clk(clk), 
  .rst_n(rst_n), 
  .fifo_inData(inData2_int), 
  .single_push(push2_int), 
  .single_pop(pop2_int));
fifo_flopped #(DWIDTH,DEPTH_SUB) fifo_inst3 (
  .fifo_outData(outData3_int), 
  .fifo_full(full3_int), 
  .fifo_empty(empty3_int), 
  .fifo_idle(idle3_int),
  .clk(clk), 
  .rst_n(rst_n), 
  .fifo_inData(inData3_int), 
  .single_push(push3_int), 
  .single_pop(pop3_int));
endmodule
```
**flow/constraint.sdc**
```tcl
current_design fifo_flopped_4w2r

set clk_period 7.8
set clk_io_pct 0.2

create_clock -name clk0 -period $clk_period [get_ports {clk}]

set non_clock_inputs [all_inputs -no_clocks]
set_input_delay [expr $clk_period * $clk_io_pct] -clock clk0 $non_clock_inputs
set_output_delay [expr $clk_period * $clk_io_pct] -clock clk0 [all_outputs]
```
==> run summary <==
Physical implementation.

- Before any placement, the netlist area is recorded as 0.0161 mm2.
- The HPWL after detailed placement is 37700 um.
- The final layout reports a setup TNS of 0 ns.
- The reg-to-reg setup timing slack is 4.30 ns.
- The clock root buffer is sky130_fd_sc_hd__clkbuf_16.
- The TritonCTS clock tree is built.
- After detailed routing, the number of remaining DRC violations is 0.
- The arrival time reported for the critical path endpoint is 3.22 ns.
- The H-tree depth reported by CTS is 1.
- The clock latency of the later-clocked register in the worst-skew pair is 0.55 ns.
- The core footprint is 0.0397 mm2.
- The type of element capturing the critical path is an output pin.
- Across the VDD grid, the largest voltage drop is 0.341 mV.
- The die covers 0.0411 mm2.
- After synthesis, the cell types taking the most area are sky130_fd_sc_hd__dfrtp_1 43%, sky130_fd_sc_hd__o21ai_0 11%, sky130_fd_sc_hd__nand2_1 11%.
- Per the STA report, the cell with the highest stage delay on the worst path is sky130_fd_sc_hd__ha_4.
- The time the worst path needs with I/O delays and setup is 4.78 ns.
- In the final routed layout, each cell accounts on average for 21.6 um.
- The total count of max-transition violations in the final report is 0.
- In this run the biggest area consumer among cell types represents 42.9% of the synthesized area.
- The final layout report lists a filler cell count of 3591.
- The CTS report gives the tree buffer count as 29.
- The synthesized design spends more area on one cell type than any other, namely sky130_fd_sc_hd__dfrtp_1.
- Across all layers, the routed design uses 14800 vias.
- In the Yosys report the total cell count is 1866.
- The number of different library cells used by synthesis comes to 37.
- The total of warnings raised by yosys is 7.
- The startpoint of the most critical register-to-register path is pushStartFifoIDReg.q[0].
- The clock passes through at most 3 buffers.
- The most common cell in the synthesized netlist is sky130_fd_sc_hd__nand2_1.
- The report puts the cell count of the worst reg-to-reg path at 10.
- The worst-margin pin slew is 1.06 ns.
- After the first detailed-routing iteration, the DRC count stood at 2018.
- After synthesis, the mean cell area works out to 8.63 um2.
- The routability-driven placement congestion ratio is 0.891.
- For the worst setup path, the data required time is 6.24 ns.
- The beginning of the worst hold path is fifo_inst2.dReg.q[13].
- The number of iterations in the first detailed-routing pass is 15.
- The utilization after layout is 48.3%.
- The post-CTS repair timing setup buffer count is 0.
- The final timing report lists clock skew as 0.0144 ns.
- The path with the worst hold slack has its endpoint at fifo_inst2.dReg.q[13].
- The pre-CTS setup slack is 3.60 ns.
- The cell depth of the worst hold path is 2.
- Setup repair after global routing left no endpoint under its margin.
- The synthesized design contains 0 enable-type register cells.
- In this run the core area contains 73 standard-cell rows.
- Summing over the stages, the warning tally comes to 32.
- The initial standard-cell utilization of the core is 40.5%.
- STA classifies the critical path startpoint as a register.
- The type of the most critical hold path is register to register.
- The number of global-route vias before repair was 13500.
- The power per standard cell area is 522 mW/mm2.
- The number of non-filler instances in the completed layout is 2505.
- The final wirelength is 54000 um.
- The detail-routed via count per cell is 5.91.
- The finished layout cell area is 0.0192 mm2.
- The initial antenna violation count was 5.
- The post-synthesis register bit count is 276.
- The flow reports an fmax of 0.209 GHz.
- The die width is 203 um.
- The count of boundary I/O pins is 207.
- After clock tree synthesis, the flow added hold-fix buffers numbering 0.
- The number of nets with antenna violations after detailed routing is 0.
- Sequential cells were found to cover 42.9% of the synthesized design area.
- After clock tree synthesis, the clock-pin slew on the worst setup and hold paths is 0.06 ns.
- Including well taps, the total number of placed cells is 2446.
- The final timing summary puts the cycle share of the worst path at 61.3%.
- The reg-to-reg endpoint is fifo_inst3.entryCounterReg.q[1].
- Across the run, the number of max-cap violations was 0.
- The flow ran to the end, and the final reports show no timing, DRC or antenna violations.
- Looking at the critical path, the highest net fanout was 83.
- The dominant register cell is sky130_fd_sc_hd__dfrtp_1.
- The worst slew margin relative to its limit is 28.7%.
- The post-place instance area is 0.0182 mm2.
- The worst-case setup margin in the final layout is 3.02 ns.
- The final timing report lists a hold violation count of 0.
- The instance tally after logic synthesis is 1866.
- The static leakage is 8.32 nW.
- The count of buffers added on input and output ports is 206.
- The post-CTS resize count is 0.
- The async set or reset register ratio after synthesis is 100%.
- The critical path goes through inv_1, ha_4, buf_4, o31a_1, clkdlybuf4s50_1.
- The maximum number of pins on one net before global-route repair is 98.
- After global routing the overflow that remains totals 0.
- The area recorded from the Yosys report for this design is 0.0161 mm2.
- The critical setup path kind is register to output pin.
- The global routing report lists combined usage of all routing layers as 27.4%.
- The y dimension of the die is 203 um.
- The wire length of the first global-routing pass is 82500 um.
- The post-route netlist has 5.17% of its cells at a drive strength greater than 1.
- Ranked by instance count, the synthesized netlist is headed by 457 x sky130_fd_sc_hd__nand2_1, 367 x sky130_fd_sc_hd__o21ai_0, 276 x sky130_fd_sc_hd__dfrtp_1.
- Relative to the synthesized area, the layout overhead comes to 19.3%.
- The clock tree has to reach 276 sinks.
- The setup-violating endpoint count in the final report is 0.
- Per STA, the highest per-stage delay on the worst path measures 0.71 ns.
where the power goes:
part / switching (mW) / internal [mW] / total, mW / leakage, nW
combinational: 3.65 / 2.41 / 6.06 / 4.41
clock: 0.568 / 0.839 / 1.41 / 0.483
sequential: 0.401 / 2.16 / 2.56 / 3.42
total: 4.62 / 5.40 / 10.0 / 8.32
how the worst max path moves through the flow:
stage / end / from / cells after the start
after global routing: outData1[4] / popStartFifoIDReg.q[0] / 5
final: outData0[14] / popStartFifoIDReg.q[0] / 5
after CTS: outData1[2] / popStartFifoIDReg.q[0] / 5
critical path: cells and delay by family, from the launching register on:
family                   cells  cell delay (ns)
adder cells (fa/ha/maj)      1             0.71
flip-flops                   1             0.41
AND-OR/OR-AND                1             0.28
buffers and inverters        3             1.23
kinds of logic after synthesis:
| group | after synthesis | synth area share, % |
|---|---|---|
| compound gates | 672 | 27.3 |
| simple gates | 557 | 13.3 |
| xor+xnor | 20 | 1.09 |
| mux | 136 | 8.49 |
| fa+ha+maj | 14 | 1.09 |
| flops | 276 | 42.9 |
| buf+inv | 191 | 5.78 |
placed cells by master, fill, tap and decap left out, types with 2 or more instances in the layout:
master / count
sky130_fd_sc_hd__inv_6: 2
sky130_fd_sc_hd__clkdlybuf4s50_1: 205
sky130_fd_sc_hd__clkbuf_16: 29
sky130_fd_sc_hd__o22ai_1: 66
sky130_fd_sc_hd__o21ai_0: 367
sky130_fd_sc_hd__nor3_1: 4
sky130_fd_sc_hd__clkinv_2: 6
sky130_fd_sc_hd__nand2b_1: 2
sky130_fd_sc_hd__a222oi_1: 132
sky130_fd_sc_hd__buf_4: 27
sky130_fd_sc_hd__inv_1: 9
sky130_fd_sc_hd__dfrtp_1: 272
sky130_fd_sc_hd__a21oi_1: 7
sky130_fd_sc_hd__nor2_1: 78
sky130_fd_sc_hd__o31a_1: 64
sky130_fd_sc_hd__nand3b_1: 2
sky130_fd_sc_hd__nand2_1: 457
sky130_fd_sc_hd__a211o_2: 8
sky130_fd_sc_hd__inv_2: 3
sky130_fd_sc_hd__mux2_2: 5
sky130_fd_sc_hd__a22oi_1: 2
sky130_fd_sc_hd__dfrtp_2: 4
sky130_fd_sc_hd__clkbuf_8: 6
sky130_fd_sc_hd__diode_2: 6
sky130_fd_sc_hd__clkbuf_1: 7
sky130_fd_sc_hd__mux2i_1: 131
sky130_fd_sc_hd__bufinv_16: 3
sky130_fd_sc_hd__xor2_1: 9
sky130_fd_sc_hd__ha_1: 10
sky130_fd_sc_hd__nor2b_1: 9
sky130_fd_sc_hd__o21ai_1: 20
sky130_fd_sc_hd__xnor2_1: 11
sky130_fd_sc_hd__a21o_1: 2
sky130_fd_sc_hd__a21oi_2: 2
sky130_fd_sc_hd__ha_4: 4
stage by stage:
step / hold WS (ns) / power (mW)
2_1_floorplan: 0.448 / 6.30
3_3_place_gp: 0.460 / 8.41
3_5_place_dp: 0.469 / 8.54
4_1_cts: 0.482 / 9.98
5_1_grt: 0.495 / 10.9
6_report: 0.475 / 10.0
layout make-up:
| class | count | area, um2 | area share [%] |
|---|---|---|---|
| clock inverters | 11 | 138 | 0.717 |
| well taps | 525 | 657 | 3.42 |
| repair buffers | 233 | 2270 | 11.8 |
| multi-input cells | 1399 | 8330 | 43.4 |
| diodes | 6 | 15.0 | 0.0782 |
| flip-flops and latches | 276 | 6910 | 36.0 |
| inverters | 13 | 53.8 | 0.280 |
| clock buffers | 42 | 835 | 4.34 |
registers in the layout, indices dropped and copies added (netlist names):
register / count
fifo_inst0.wrPtrReg.q: 1
fifo_inst1.dReg.q: 64
fifo_inst3.rdPtrReg.q: 1
fifo_inst3.dReg.q: 64
fifo_inst1.wrPtrReg.q: 1
pushStartFifoIDReg.q: 2
fifo_inst0.dReg.q: 64
popStartFifoIDReg.q: 2
fifo_inst2.dReg.q: 64
fifo_inst2.entryCounterReg.q: 2
fifo_inst2.wrPtrReg.q: 1
fifo_inst0.rdPtrReg.q: 1
fifo_inst2.rdPtrReg.q: 1
fifo_inst1.entryCounterReg.q: 2
fifo_inst1.rdPtrReg.q: 1
fifo_inst3.entryCounterReg.q: 2
fifo_inst3.wrPtrReg.q: 1
fifo_inst0.entryCounterReg.q: 2
routing by layer:
metal | global-route usage (%) | routed length, um
met1 | 43.3 | 24400
met2 | 34.5 | 20900
met5 | 2.14 | 118
met4 | 5.02 | 1020
met3 | 13.2 | 7600
No activity file was given, so power comes from the tool's default toggle rates.
